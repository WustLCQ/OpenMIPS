<file path="flow/config.mk">
export PLATFORM = sky130hd
export DESIGN_NAME = anti_jitter
export DESIGN_NICKNAME = anti_jitter
export VERILOG_FILES = /design/flow/design.v
export SDC_FILE = /design/flow/constraint.sdc
export NUM_CORES = 4
export LEC_CHECK = 1
export CORE_UTILIZATION = 30
</file>
<file path="flow/constraint.sdc">
current_design anti_jitter

set clk_period 7.0
set clk_io_pct 0.2

create_clock -name clk0 -period $clk_period [get_ports {clk}]

set non_clock_inputs [all_inputs -no_clocks]
set_input_delay [expr $clk_period * $clk_io_pct] -clock clk0 $non_clock_inputs
set_output_delay [expr $clk_period * $clk_io_pct] -clock clk0 [all_outputs]
</file>
<file path="flow/design.v">
`timescale 1ns / 1ps
module anti_jitter(
   input	clk, 
	input	[4:0]  btn, 
	input	[7:0]  sw, 
	output  reg  [4:0]  btn_out, 
	output  reg  [4:0]  btn_pulse, 
	output  reg  [7:0]  sw_ok 
	); 
	reg  [31:0]  counter; 
	reg  [4:0]  btn_temp; 
	reg  [7:0]  sw_temp; 
	reg  pulse; 
	always  @  (posedge  clk)  begin 
		btn_temp  <=  btn; 
		sw_temp  <=  sw; 
		if  (btn_temp  !=  btn  ||  sw_temp  !=  sw)  begin 
			counter  <=  32'h0000_0000; 
			pulse  <=  0; 
		end  else  if  (counter<100000)  begin 
			counter<=counter+1; 
		end  else  begin 
			btn_out  <=  btn; 
			sw_ok  <=  sw; 
			pulse  <=  1; 
			if  (!pulse)  begin 
				btn_pulse  <=  btn; 
			end  else  begin 
				btn_pulse  <=  0; 
			end 
		end
	end
endmodule
</file>
<file path="flow/run.sh">
#!/bin/bash
# OpenROAD 26Q1-2900-gdf79404cd8, Yosys 0.63+post, stock flow scripts
make -C /OpenROAD-flow-scripts/flow DESIGN_CONFIG=/design/flow/config.mk WORK_HOME=/design/flow/orfs finish
</file>
==> notes.md <==
run results: DRC violations left=0, Cell Area, Placed=0.00278 mm², sort of element at the end of the critical path=flop, class of the tightest hold or removal check=flop to flop, worst slew margin relative to its limit=66.9%, Clock Skew=0.00549 ns, count of distinct cell types in the synthesized netlist=35, synthesized chip area reported by yosys=0.00235 mm², Post-synth seq share=62.2%, area overhead of the layout relative to synthesis=24.9%, hold-fix buffer count after cts=0, sum of routed wire length over all layers=3.67 mm, violation count after the first detailed-routing iteration=87, chip footprint=0.00819 mm², critical path type=primary input to flop, number of resized instances in the post-cts repair step=0, Static Leakage=0.933 nW, antenna cell count=0, combined global-route utilization of all metal layers=9.97%, crit path DAT=3.31 ns, synthesized area per cell=11.5 µm², core utilization of the finished layout=39.6%, and-or/or-and share of the synthesized area=7.40%, number of cells in Yosys stat=204, worst-case register-to-register setup slack=4.96 ns, via/cell ratio=4.36, start of the worst register-to-register path=sw_temp[3], chip width=90.5 µm, number of global-route vias before repair=1421, mux share of post-synthesis cell area=0.426%, count of maximum capacitance violations=0, drt wl/cell=10.6 µm, clock sink count=64, total congestion overflow after global routing=0, synthesized area=0.00235 mm², final worst-path setup slack=3.70 ns, critical path startpoint=sw[3], type of origin of the critical path=primary input, clock period minus worst slack=3.30 ns, die boundary height=90.5 µm, number of warning messages in the logs=25, number of CTS-inserted buffers=9, final tally of setup violations=0, Final Instance Area=0.00294 mm², final max-slew violation count=0, first-pass detailed-route iteration total=4, met2 wire length=1.55 mm, slew at the pin with the worst max-slew slack=0.483 ns, number of top-level design ports=32, Post-Synth Simple-Gate Area=18.5%, core region area=0.00741 mm², main combinational cell family by area after synthesis=simple AND/OR/NAND/NOR gates, total routed wire length on the met1 layer=1.86 mm, wire length on met3=237 µm, top cells by area, synth=dfxtp_1, edfxtp_1, xnor2_1, fillcell total=707, Late-Pin Clk Latency=0.33 ns, beginning of the worst hold path=counter[28], Logic area=806 µm², fp util=31.7%, RSZ-0062 raised after global routing=no, share of the synthesized area in the top cell type=39.2%, post-DP HPWL=2.35 mm, row count=31, yosys xor share=7.45%, pre-CTS setup slack=3.27 ns, Fin Setup TNS=0 ns, maximum number of pins on one net before global-route repair=35, post-synthesis cell count=204, fraction of the mapped netlist area in adder cells=0.532%, global-route wire length before repair=6.47 mm, most common cell after layout, fill and taps aside=dfxtp_1, largest voltage drop on the vdd net=0.0778 mV, post-CTS setup-driven buffer insertion count=0, fraction of layout cells with a size suffix above 1=8.87%, area leader, netlist=dfxtp_1, result of the run=complete, no violations, power density cells=224 mW/mm², clock tree from TritonCTS=done, highest attainable clock frequency=303 MHz, weighted congestion reported at the end of routability-driven placement=0.750, critical path data required time=7.02 ns, count of state elements after synthesis=64, number of levels in the clock H-tree=3, fin crit share=47.1%, FF+latch area=0.00146 mm², max layer used=met4, commonest cells after routing, fill and taps aside=dfxtp_1, clkdlybuf4s50_1, nor2_1, port buffer count=31, Hold Violations, Final=0, initial antenna violation count=0, cell chosen for the clock root=clkbuf_8, via count=1514, Critical Path Fanout Max=34, clock slew at reported path FFs=0.06 ns, number of synthesis warnings=1, remaining number of nets flagged by the antenna check after routing=0, Longest Clk Path Bufs=2
## worst paths after layout
kind	end	depth (start not counted)
setup / recovery	sw_ok[6]	8
setup reg to reg	sw_ok[6]	7
hold reg to reg	counter[28]	2
hold / removal	counter[28]	2
## where the power goes
part / total [mW] / switching, mW / leakage [nW] / internal (mW)
Clock: 0.253 / 0.128 / 0.0782 / 0.125
Sequential: 0.386 / 0.00155 / 0.537 / 0.384
Combinational: 0.0178 / 0.00656 / 0.318 / 0.0112
Total: 0.657 / 0.136 / 0.933 / 0.520
## final cells by class
class | count | share of cell area [%]
Multi-Input combinational cell | 118 | 27.4
Inverter | 17 | 2.17
Clock buffer | 11 | 4.47
Sequential cell | 64 | 49.8
Tap cell | 99 | 4.22
Clock inverter | 5 | 0.852
Timing Repair Buffer | 33 | 11.1
## critical path, cell delays in order
cell             delay (ns)
clkdlybuf4s50_1        0.45
xnor2_1                0.22
nand4_1                0.12
nor4_1                 0.32
nand4_1                0.14
buf_4                  0.26
nor2b_1                0.14
buf_4                  0.25
## registers in the layout, indices dropped and copies added (netlist names)
name	count
counter	32
btn_temp	5
sw_ok	8
btn_pulse	5
pulse	1
btn_out	5
sw_temp	8
## cell usage after synthesis
master     number
and4_1          1
ha_1            1
nor4_4          3
and2_1          1
o21ai_2         1
or3_1           2
a211oi_1        4
edfxtp_1       18
nand3_1         4
nor4_1          3
o21ai_1         2
or4_1           5
nor2_1         27
nor3_1          3
inv_1          17
and3_1          3
a31oi_1         1
nand4_1         6
dfxtp_1        46
buf_1           1
nor4_2          1
buf_2           1
a2111oi_2       1
mux2i_1         1
clkbuf_1        3
a21oi_1         7
nand2_1         6
nor2b_1         6
o211ai_1        1
nand4_4         1
a21o_4          1
xnor2_1        12
xor2_1          8
o31ai_1         5
a2111oi_0       1
## stage by stage
stage	hold WS, ns	cells	power [mW]
4_1_cts	0.428	347	0.668
5_1_grt	0.463	347	0.687
3_5_place_dp	0.418	331	0.412
3_3_place_gp	0.415	331	0.412
2_1_floorplan	0.408	204	0.401
6_report	0.427	347	0.657
## layer usage
metal,vias to the layer above,global-route usage (%)
met2,34,14.9
met1,686,14.9
li1,787,-
met5,-,0
met4,0,1.08
met3,7,3.59
## kinds of logic after synthesis
group,after synthesis
xor gates and xnor gates,20
and+or+nand+nor,72
DFF,64
muxes,1
AOI/OAI and AO/OA,24
buffers and inverters,22
adders and majority gates,1
No activity file was given, so power comes from the tool's default toggle rates.
